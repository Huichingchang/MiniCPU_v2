File: design/flow/run.sh
#!/bin/bash
# OpenROAD 26Q1-2900-gdf79404cd8, Yosys 0.63+post, stock flow scripts
make -C /OpenROAD-flow-scripts/flow DESIGN_CONFIG=/design/flow/config.mk WORK_HOME=/design/flow/orfs finish
File: design/flow/config.mk
export PLATFORM = sky130hd
export DESIGN_NAME = cpu_core
export DESIGN_NICKNAME = cpu_core
export VERILOG_FILES = /design/flow/design.v
export SDC_FILE = /design/flow/constraint.sdc
export NUM_CORES = 4
export LEC_CHECK = 1
export CORE_UTILIZATION = 50
File: design/flow/constraint.sdc
current_design cpu_core

set clk_period 5.7
set clk_io_pct 0.2

create_clock -name clk0 -period $clk_period [get_ports {clk}]

set non_clock_inputs [all_inputs -no_clocks]
set_input_delay [expr $clk_period * $clk_io_pct] -clock clk0 $non_clock_inputs
set_output_delay [expr $clk_period * $clk_io_pct] -clock clk0 [all_outputs]
File: design/flow/design.v
module alu(
	input wire [7:0] op_a,   
	input wire [7:0] op_b,   
	input wire [1:0] alu_op,	  
        output reg [7:0] result   
);
always @(*) begin
  case (alu_op)
    2'b00: result = op_a + op_b;   
    2'b01: result = op_a - op_b;   
    2'b10: result = op_a & op_b;   
    2'b11: result = op_a | op_b;   
    default: result = 8'd0;       
  endcase
end
endmodule
module control_unit (
	input wire clk,
	input wire rst_n,
	input wire [7:0] instr,   
	output reg we_a,         
	output reg we_b,         
	output reg [1:0] alu_op,       
	output reg do_alu,       
	output reg do_store,     
	output reg [3:0] next_pc   
);
localparam IDLE = 2'd0;
localparam FETCH = 2'd1;
localparam DECODE = 2'd2;
localparam EXECUTE = 2'd3;
reg [1:0] state, next_state;
always @(posedge clk or negedge rst_n) begin
  if (!rst_n)
    state <= IDLE;
  else
    state <= next_state;
end
always @ (*) begin
  case (state)
    IDLE: next_state = FETCH;
    FETCH: next_state = DECODE;
    DECODE: next_state = EXECUTE;
    EXECUTE: next_state = FETCH;
    default: next_state = IDLE;
  endcase
end
always @ (posedge clk or negedge rst_n) begin
  if (!rst_n) begin
    we_a <= 0;
    we_b <= 0;
    alu_op <= 2'b00;
    do_alu <= 0;
    do_store <= 0;
    next_pc <= 4'd0;
  end else begin
    case  (state)
     FETCH: begin
      next_pc <= next_pc + 1;
      we_a <= 0;
      we_b <= 0;
      alu_op <= 2'b00;
      do_alu <= 0;
      do_store <= 0;
     end
     DECODE: begin
	we_a <= 0;
	we_b <= 0;
	alu_op <= 2'b00;
	do_alu <= 0;
	do_store <= 0;
		case (instr[7:4])
	 4'b0001: we_a <= 1;   
         4'b0010: we_b <= 1;   
         4'b0100: begin   
           alu_op <= 2'b00;
           do_alu <= 1;
         end
         4'b0101: begin   
	   alu_op <= 2'b01;
           do_alu <= 1;
         end
         4'b0110: begin   
	   alu_op <= 2'b10;
           do_alu <= 1;
         end
         4'b0111: begin   
	   alu_op <= 2'b11;
           do_alu <= 1;
         end
         4'b1000: do_store <= 1;   
	 default:;                 
       endcase
     end
     EXECUTE: begin
       we_a <= 0;
       we_b <= 0;
       do_alu <= 0;
       do_store <= 0;
     end
     endcase
  end
end
endmodule
module cpu_core (
	input wire clk,
	input wire rst_n,
	output wire [7:0] alu_result,
	output wire [7:0] data_result,
	output wire [7:0] reg_a_result,
	output wire [7:0] reg_b_result
);
 reg [3:0] pc;
 wire [7:0] instr;
 wire we_a, we_b, do_alu, do_store;
 wire [1:0] alu_op;   
 wire [3:0] next_pc;   
 wire [7:0] reg_a_data, reg_b_data;
 reg [7:0] latched_data_result;   
 wire [7:0] op_a, op_b;
 wire [7:0] alu_result_internal;   
 assign reg_a_result = reg_a_data;
 assign reg_b_result = reg_b_data;
 assign alu_result = alu_result_internal;
 assign data_result = latched_data_result;
 always @(posedge clk or negedge rst_n) begin
   if(!rst_n)
     pc <= 4'd0;
   else
     pc <= next_pc;
 end
 instr_mem u_instr_mem(
   .addr(pc),
   .instr(instr)
 );
 reg_file u_reg_file (
   .clk(clk),
   .rst_n(rst_n),
   .we_a(we_a),
   .we_b(we_b),
   .data_in(latched_data_result),   
   .data_a(reg_a_data),   
   .data_b(reg_b_data)    
 );
 alu u_alu(
   .op_a(op_a),
   .op_b(op_b),
   .alu_op(alu_op),
   .result(alu_result_internal)   
 );
 control_unit u_control_unit(
   .clk(clk),
   .rst_n(rst_n),
   .instr(instr),
   .we_a(we_a),
   .we_b(we_b),
   .alu_op(alu_op),
   .do_alu(do_alu),
   .do_store(do_store),
   .next_pc(next_pc)
 );
 assign op_a = reg_a_data;
 assign op_b = reg_b_data;
 always @(posedge clk or negedge rst_n) begin
   if (!rst_n)
	latched_data_result  <= 8'd0;
   else
	latched_data_result <= (do_alu) ? alu_result_internal : {4'd0, instr[3:0]};
 end
endmodule
module instr_mem (
	input wire [3:0] addr,   
	output reg [7:0] instr   
);
always @ (*) begin
  case (addr)
		4'd0: instr = 8'b00010011;   
		4'd1: instr = 8'b00100101;   
		4'd2: instr = 8'b01000000;   
		4'd3: instr = 8'b01000000;   
		4'd4: instr = 8'b00010010;   
		4'd5: instr = 8'b00100101;   
		4'd6: instr = 8'b01100000;   
		4'd7: instr = 8'b10000000;   
		4'd8: instr = 8'b00010100;   
		4'd9: instr = 8'b00100001;   
		4'd10: instr = 8'b01110000;   
		4'd11: instr = 8'b10000000;   
		default: instr = 8'b00000000;   
  endcase
end
endmodule
module reg_file(
	input wire clk,   
	input wire rst_n,   
	input wire we_a,    
	input wire we_b,    
	input wire [7:0] data_in,   
	output reg [7:0] data_a,    
	output reg [7:0] data_b     
);
always @ (posedge clk or negedge rst_n) begin
  if (!rst_n) begin
     data_a <= 8'd0;
     data_b <= 8'd0;
  end else begin
      if (we_a)
	 data_a <= data_in;
      if (we_b)
	 data_b <= data_in;
  end
end
endmodule
==> run_results.csv <==
group,metric,value,unit
drt,antenna_left,0,
floorplanning,boundaryPins,34,
critical_path,worstSetupEndpointType,"primary output",
critical_path,path_depth,10,
cells_and_area,area_growth,20.3,%
yosys,ys_types,45,
grt,overflow,0,
cells_and_area,n_fill_cell,372,
clocking,post_cts_resize_count,0,
cells_and_area,final_cell_mix,"dfrtp_1, clkdlybuf4s50_1, nand2_1",
yosys,synth.avg_cell_area,9.97,um2
critical_path,worstPathCellList,"inv_1, ha_1, mux2i_1, fa_1, a21o_1, a21oi_2, o21ai_2, mux2_4, or3_1, clkdlybuf4s50_1",
drt,wl_per_cell,14.8,um
drt,drt_iter0_drc,103,
yosys,synth_async_sr_flop_share,1.00,
timing,finalCritPeriodShare,0.754,
power_and_ir_drop,p_leak,1.21,nW
critical_path,crit_family,"adder cells",
timing,period_minus_slack,4300,ps
grt,grt_pass1_wl,8340,um
timing,worstMarginPinSlew,534,ps
critical_path,worstPathArrival,3160,ps
timing,setup_ws,1400,ps
critical_path,required,4560,ps
yosys,yosysChipArea,0.00231,mm2
floorplanning,die_w,70.0,um
floorplanning,rows,24,
timing,drv_slew,0,
clocking,htreeDepth,2,
yosys,syn_inst,232,
power_and_ir_drop,p_total,1.10,mW
drt,wirelength,4670,um
run,warnings,31,
power_and_ir_drop,power_density,394,mW/mm2
drt,drc,0,
place,place_area,0.00267,mm2
drt,viasPerCell,5.62,
floorplanning,chipArea,0.00490,mm2
floorplanning,core,0.00441,mm2
floorplanning,die_y,70.0,um
yosys,ys_ff,42,
yosys,yosysWarnings,5,
power_and_ir_drop,ir_worst_vdd,0.267,mV
drt,drtPass1Iterations,7,
grt,track_usage,0.221,
clocking,cts_buffers,5,
grt,antenna_found_initial,0,
timing,hold_viol_final,0,
cells_and_area,fin_area,0.00278,mm2
yosys,ys_seq_frac,0.455,
timing,relSlewSlack,0.644,
cells_and_area,layout.cells.most_common,"dfrtp_1",
place,port_buffers,33,
cells_and_area,utilization,0.630,
place,place_congestion,0.921,
drt,route.vias.total,1771,
clocking,post_cts_buffers,0,
grt,first_global_vias,1662,
critical_path,r2r_cells,10,
clocking,clk_pin_slew,80,ps
yosys,ys_cells,232,
floorplanning,floorplan.core_util,0.524,
clocking,ctsHoldBuffers,0,
place,pre_cts_slack,1740,ps
drt,antennaDiodeCount,0,
hold_path,hold_path_class,"flip-flop to flip-flop",
clocking,clkSinkCount,42,
grt,grt_max_degree,43,
clocking,cts_buffer_depth,2,
yosys,synth-main-ff-cell,"dfrtp_1",
hold_path,min_path_cells,0,
critical_path,crit_type,"flip-flop to primary output",
yosys,edf_count,0,
critical_path,cp_max_fo,5,
cells_and_area,drive_above_1_share,0.103,
critical_path,path_buffers,2,
critical_path,worst_path_max_delay_cell,"fa_1",
clocking,cts_tree,"yes",
outcome,status,"finished, final reports clean",
run,maxCapViolCount,0,
critical_path,start_kind,"flip-flop",
timing,timing.fmax,0.233,GHz
timing,rsz0062_at_grt,"false",
yosys,synthesis.area,0.00231,mm2
timing,setup_tns,0,ps
place,dp_hpwl,3320,um
timing,finalSetupViolations,0,
clocking,clk-insertion-delay-late,300,ps
critical_path,r2r_setup_slack,3150,ps
critical_path,slowest_delay,450,ps
clocking,root_buffer,"clkbuf_8",
timing,fin_skew,6.88,ps
[registers in the layout, summed over array words and instances, names as in the netlist]
| signal | count |
|---|---|
| u_reg_file.data_a | 8 |
| u_control_unit.state | 4 |
| u_control_unit.alu_op | 3 |
| u_control_unit.next_pc | 4 |
| u_reg_file.data_b | 8 |
| u_control_unit.do_alu | 1 |
| u_control_unit.we_a | 1 |
| pc | 4 |
| u_control_unit.we_b | 1 |
| latched_data_result | 8 |
[Yosys cell counts (2+ instances only)]
library cell	number	area (um2)
dfrtp_1	41	1030
nand2_1	25	93.8
o21ai_0	18	90.1
ha_1	15	188
inv_1	13	48.8
mux2_2	12	135
a21oi_1	11	55.1
nor2_1	11	41.3
xnor2_1	11	96.3
clkbuf_1	8	30.0
a31oi_1	6	37.5
nor3_1	6	30.0
a21o_1	4	30.0
a22oi_1	4	30.0
nand3_1	4	20.0
and2_1	3	18.8
buf_2	3	15.0
xor2_1	3	26.3
nor2b_1	2	12.5
nor3b_1	2	15.0
nor4b_1	2	17.5
o21a_1	2	15.0
o221ai_1	2	17.5
o31ai_1	2	15.0
or3_1	2	12.5
[cell type report]
cell class | instances | area [um2] | share of cell area
inverter | 13 | 48.8 | 0.0175
sequential | 42 | 1050 | 0.378
clock buffer | 5 | 68.8 | 0.0247
tap | 52 | 65.1 | 0.0234
multi-input combinational | 166 | 1170 | 0.419
clock inverter | 3 | 48.8 | 0.0175
timing repair buffer | 34 | 333 | 0.120
[through the flow]
stage / hold WS, ps / std cells
floorplan: 352 / 232
global placement: 384 / 307
detailed placement: 390 / 307
CTS: 412 / 315
global route: 425 / 315
finish: 410 / 315
[power breakdown]
part	switching [mW]	internal [mW]
Clock	0.109	0.133
Sequential	0.0719	0.346
Combinational	0.196	0.239
Total	0.377	0.718
[per-layer routing]
| layer | global-route usage | vias to the layer above | share of wire |
|---|---|---|---|
| li1 | - | 871 | - |
| met1 | 0.377 | 856 | 0.50 |
| met2 | 0.332 | 40 | 0.45 |
| met3 | 0.0336 | 4 | 0.039 |
| met4 | 0.0200 | 0 | 0.0079 |
| met5 | 0 | - | 0 |
[cell families (layout without fill, tap and decap cells)]
family / after synthesis / in the layout / share of synthesized area
compound gates: 58 / 58 / 0.160
simple gates: 63 / 63 / 0.131
other cells: 1 / 1 / 0.00162
mux: 14 / 14 / 0.0693
xor+xnor: 14 / 14 / 0.0530
fa+ha+maj: 16 / 16 / 0.0898
flops: 42 / 42 / 0.455
buf+inv: 24 / 55 / 0.0406
[worst paths after layout]
path / start / endpoint
setup reg to reg: u_reg_file.data_b[0] / latched_data_result[7]
max in group asynchronous: rst_n / u_control_unit.state[0]
setup / recovery: u_reg_file.data_b[0] / alu_result[6]
min in group asynchronous: rst_n / u_reg_file.data_a[1]
hold reg to reg: u_control_unit.next_pc[3] / pc[3]
hold / removal: u_control_unit.next_pc[3] / pc[3]
